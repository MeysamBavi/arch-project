$ cat flow/config.mk
export PLATFORM = sky130hd
export DESIGN_NAME = DataMem
export DESIGN_NICKNAME = DataMem
export VERILOG_FILES = /design/flow/design.v
export SDC_FILE = /design/flow/constraint.sdc
export NUM_CORES = 4
export LEC_CHECK = 1
export CORE_UTILIZATION = 50
$ cat flow/constraint.sdc
current_design DataMem

set clk_period 53.6
set clk_io_pct 0.2

create_clock -name clk0 -period $clk_period [get_ports {clk}]

set non_clock_inputs [all_inputs -no_clocks]
set_input_delay [expr $clk_period * $clk_io_pct] -clock clk0 $non_clock_inputs
set_output_delay [expr $clk_period * $clk_io_pct] -clock clk0 [all_outputs]
$ cat flow/design.v
module DataMem(
    input  clk, write_en,
    input [31:0] a, write_data,
    output [31:0] data
);
  reg [31:0] RAM[63:0];
  assign data = RAM[a[7:2]];  
  always @(posedge clk) begin
    if (write_en) begin
        RAM[a[7:2]] <= write_data;
    end
  end
endmodule
$ cat flow/run.sh
#!/bin/bash
# OpenROAD 26Q1-2900-gdf79404cd8, Yosys 0.63+post, stock flow scripts
make -C /OpenROAD-flow-scripts/flow DESIGN_CONFIG=/design/flow/config.mk WORK_HOME=/design/flow/orfs finish
==> flow_metrics.tcl <==
# yosys + openroad results
set metrics [dict create \
    run_status "complete, no violations" \
    routed_via_density 6.32 \
    via_count_of_the_first_global_routing_pass 43400 \
    synth-seq-area-share_pct 78.6 \
    synth_cells 4207 \
    post_cts.resized_instances 0 \
    routability_congestion_estimate 0.933 \
    numClockSinks 2048 \
    ctsRootBufferMaster "sky130_fd_sc_hd__clkbuf_16" \
    irDropWorstVdd_uv 31.9 \
    ys_top_cells_by_area "sky130_fd_sc_hd__edfxtp_1 (79%), sky130_fd_sc_hd__mux2i_1 (3.3%), sky130_fd_sc_hd__mux4_2 (2.8%), sky130_fd_sc_hd__mux2_2 (2.1%), sky130_fd_sc_hd__a221oi_1 (2.0%)" \
    post-synth-top-area-fraction_pct 78.6 \
    yosys_register_bits 2048 \
    antenna_left 0 \
    overflow 0 \
    dieHeight_um 398 \
    overall_routing_resource_usage_pct 31.3 \
    comb_power_share_pct 5.7 \
    max_freq_mhz 37.4 \
    tightestPinTransition_ns 1.02 \
    power.net_switching_uw 719 \
    critPathMaxFanout 91 \
    cp.arrival_ns 16.05 \
    grt_first_pass_wirelength_um 310000 \
    detailedPlacementHpwl_um 122000 \
    timing.max_slew.rel_slack_pct 30.4 \
    detail_route.drc_violations 0 \
    finalCriticalPeriod_ns 26.77 \
    postCtsHoldBufs 0 \
    syn-mean-instance-area_um2 18.6 \
    grt_setup_unrepaired "no" \
    p_total_uw 3310 \
    grt_antenna_before_repair 22 \
    post_cts.repair.setup_buffers 0 \
    power.sequential.fraction_pct 53.6 \
    drt_first_pass_iters 5 \
    enable_flop_cells 2048 \
    initialDrtViolationCount 2562 \
    yosys.area_share.xor_xnor_pct 0 \
    synth.cellmix.compoundShare_pct 8.73 \
    log.warning_count 52 \
    finalSetupViolCount 0 \
    yosys.area_share.adder_pct 0 \
    drive_above_1_share_pct 18.1 \
    sum_of_negative_setup_slack_ns 0 \
    power_density_over_the_cells_nw_per_um2 37.4 \
    critPathRequiredTime_ns 42.88 \
    power_switching_share_pct 21.7 \
    largest_register_ff_count 2048 \
    internal_power_summed_over_all_cells_uw 2590 \
    timing.critical_path.from_type "input pin" \
    worst_hold_path.num_cells 1 \
    area_delta_synth_final_pct 13.1 \
    p_clk_share_pct 40.7 \
    synthesis.yosys.warnings 1 \
    flop_cell "sky130_fd_sc_hd__edfxtp_1" \
    dr_total_vias 41800 \
    floorplan.die_area_um2 158000 \
    setup.worst_path.end_class "primary output" \
    largest_net_degree_at_the_start_of_global_routing 92 \
    cts.htree.levels 4 \
    post-synth-top-area-cell "sky130_fd_sc_hd__edfxtp_1" \
    die_x_um 398 \
    post_synth_num_cell_types 55 \
    tritoncts_buffer_count 203 \
    criticalPathCategory "input pin to primary output" \
    clock_path_buffers 3 \
    postRouteWirelength_um 218000 \
    ys_sh_simple_pct 2.83 \
    synth.yosys.chip_area_um2 78300 \
    finalMaxSlewViolations 0 \
    synth.yosys.num_cells 4207 \
    io_buffers 71 \
    largest_logic_family "AND-OR/OR-AND gates" \
    final_core_util_pct 57.2 \
    tritoncts "built" \
    starting_density_of_the_core_pct 50.6 \
    maxCapViolCount 0 \
    finalCritPeriodShare_pct 50.0 \
    detail_route.wl_per_cell_um 32.9 \
    postSynth.asyncResetShare_pct 0 \
    power.static_leakage_uw 0.0283 \
    hold_violations_final 0 \
    io_pins 98 \
    worst_setup_hold_path_clk_slew_ns 0.06 \
    core-area_um2 155000 \
    mappedNetlistArea_um2 78300 \
    worstHoldPathType "input pin to register" \
    synth.mux.area_fraction_pct 8.19 \
    placement_rows 144 \
]
[cell type report]
cell class | count | area, µm²
Antenna cell | 24 | 60.1
Sequential cell | 2048 | 61500
Clock buffer | 269 | 5430
Fill cell | 11300 | 66200
Timing Repair Buffer | 266 | 2050
Inverter | 2 | 15.0
Clock inverter | 104 | 860
Multi-Input combinational cell | 1859 | 16100
Tap cell | 2044 | 2560
[synthesized netlist by cell type (8+ instances only)]
cell and number:
sky130_fd_sc_hd__nor2_1 145, sky130_fd_sc_hd__a211oi_1 17, sky130_fd_sc_hd__mux2_2 147, sky130_fd_sc_hd__nand3_1 54, sky130_fd_sc_hd__o21ai_0 84, sky130_fd_sc_hd__or4b_1 14, sky130_fd_sc_hd__a22oi_1 188, sky130_fd_sc_hd__nand2b_1 18
sky130_fd_sc_hd__o2bb2ai_1 15, sky130_fd_sc_hd__a221o_1 15, sky130_fd_sc_hd__buf_2 83, sky130_fd_sc_hd__a22o_1 66, sky130_fd_sc_hd__a221oi_1 175, sky130_fd_sc_hd__nor4_1 14, sky130_fd_sc_hd__a31oi_1 43, sky130_fd_sc_hd__mux4_2 96
sky130_fd_sc_hd__and3_1 85, sky130_fd_sc_hd__buf_4 8, sky130_fd_sc_hd__or4_1 15, sky130_fd_sc_hd__clkbuf_1 168, sky130_fd_sc_hd__nand2_1 28, sky130_fd_sc_hd__mux2i_1 259, sky130_fd_sc_hd__edfxtp_1 2048, sky130_fd_sc_hd__o22a_1 70
sky130_fd_sc_hd__a2111oi_0 15, sky130_fd_sc_hd__o22ai_1 93, sky130_fd_sc_hd__nor3_1 22, sky130_fd_sc_hd__a222oi_1 16, sky130_fd_sc_hd__buf_1 33, sky130_fd_sc_hd__a21oi_1 121, sky130_fd_sc_hd__nor2b_1 8
[layer usage]
layer	wire, µm	GRT usage (%)	up-vias	part of all wire (%)
li1	-	-	18000	-
met5	506	2.88	-	0.23
met3	37800	23.3	417	17
met1	72800	41.9	20900	33
met2	98700	43.1	2506	45
met4	7660	8.36	38	3.5
[power by group through the flow]
stage / combinational (µW) / clock [µW] / sequential (µW)
CTS: 187 / 1370 / 1780
global route: 200 / 1430 / 1780
finish: 188 / 1350 / 1780
[through the flow]
| stage | hold WS, ns | worst slack [ns] | instances | instance area [µm²] |
|---|---|---|---|---|
| after floorplan | 10.82 | 30.05 | 4207 | 78300 |
| after global placement | 10.95 | 26.82 | 6219 | 82200 |
| after detailed placement | 10.95 | 26.83 | 6219 | 82200 |
| after CTS | 10.09 | 26.80 | 6592 | 88500 |
| after global routing | 10.11 | 26.57 | 6600 | 88500 |
| final | 10.14 | 26.83 | 6616 | 88600 |
[placed cells by master, fill, tap and decap left out, drive strengths merged, types with 3 or more instances in the layout]
cell,synthesis,final
nor3,22,22
and2,5,5
and3,85,85
or4,15,15
clkdlybuf4s50,0,36
nor2b,8,8
nand2,28,28
or3,4,4
o22a,70,70
mux2,147,147
a31oi,43,43
o2bb2ai,15,15
nand3,54,54
mux4,96,96
nand2b,18,18
clkbuf,169,269
mux2i,259,259
o21ai,85,85
inv,2,7
nor4,14,14
diode,0,24
a222oi,16,16
a21oi,121,121
clkinv,0,86
a221o,15,15
o22ai,93,93
edfxtp,2048,2048
o221ai,6,6
nor2,145,145
a22oi,188,188
a211oi,17,17
buf,129,230
a22o,66,66
nand4,3,3
bufinv,0,11
or4b,14,14
a2111oi,15,15
a221oi,175,175
[worst max-delay path: stages]
cell	delay (ns)
sky130_fd_sc_hd__buf_8	0.31
sky130_fd_sc_hd__buf_4	0.63
sky130_fd_sc_hd__buf_4	0.68
sky130_fd_sc_hd__buf_12	0.54
sky130_fd_sc_hd__or2_2	0.62
sky130_fd_sc_hd__buf_4	0.54
sky130_fd_sc_hd__o22ai_1	0.12
sky130_fd_sc_hd__a21oi_1	0.21
sky130_fd_sc_hd__o21a_1	0.26
sky130_fd_sc_hd__o221ai_1	0.12
sky130_fd_sc_hd__or4_1	0.65
sky130_fd_sc_hd__clkdlybuf4s50_1	0.50
[kinds of logic (layout without fill, tap and decap cells)]
kind of cell | count (synthesis) | after routing
AND/OR/NAND/NOR | 424 | 424
other | 0 | 24
flip-flops | 2048 | 2048
buffers and inverters | 300 | 641
multiplexers | 502 | 502
AND-OR/OR-AND | 933 | 933
[final timing paths]
| kind | start | endpoint | slack (ns) |
|---|---|---|---|
| worst max-delay path | a[4] | data[1] | 26.83 |
| worst min-delay path | write_data[25] | RAM[12][25]$_DFFE_PP_ | 10.14 |
